==> ./run.sh <==
#!/bin/bash
# OpenROAD 26Q1-2900-gdf79404cd8, Yosys 0.63+post, stock flow scripts
make -C /OpenROAD-flow-scripts/flow DESIGN_CONFIG=/design/flow/config.mk WORK_HOME=/design/flow/orfs finish
==> ./design.v <==
module m_madd(w_clk, w_b, w_c, r_y);
  input wire w_clk;
  input wire [15:0] w_b;
  input wire [31:0] w_c;
  output reg [31:0] r_y = 0;
  reg [15:0] r_b = 0;
  reg [31:0] r_c = 0;
  always @(posedge w_clk) begin
    r_b <= w_b;
    r_c <= w_c;
    r_y <= (16'd3 * r_b) + r_c;
  end
endmodule
==> ./constraint.sdc <==
current_design m_madd

set clk_period 12.2
set clk_io_pct 0.2

create_clock -name clk0 -period $clk_period [get_ports {w_clk}]

set non_clock_inputs [all_inputs -no_clocks]
set_input_delay [expr $clk_period * $clk_io_pct] -clock clk0 $non_clock_inputs
set_output_delay [expr $clk_period * $clk_io_pct] -clock clk0 [all_outputs]
==> ./config.mk <==
export PLATFORM = sky130hd
export DESIGN_NAME = m_madd
export DESIGN_NICKNAME = m_madd
export VERILOG_FILES = /design/flow/design.v
export SDC_FILE = /design/flow/constraint.sdc
export NUM_CORES = 4
export LEC_CHECK = 1
export CORE_UTILIZATION = 40
==> flow_results.org <==
* Implementation run

** GRT
- First-pass GRT wire length :: between 8000 and 9000 µm
- Antenna violations before repair :: 0
- GRT Util Overall :: 0.1468
- The global route stage reports its total congestion overflow as 0.
- Entering global routing, the biggest net connects 15 pins.
- Number of global-route vias before repair :: 2044

** Finish
- Final cell count without fillers :: 449
- Area Overhead vs Synth :: 35.39%
- Sequential cell area :: about 0.0016 mm²
- Leaving out buffers and inverters, the combinational logic in the layout accounts for 0.001390 mm².
- Of the cells placed in the final design, the portion with a size suffix greater than 1 is 0.06571.
- By instance count after routing, the leading logic cell types are 80 x sky130_fd_sc_hd__clkdlybuf4s50_1, 80 x sky130_fd_sc_hd__dfxtp_1, 19 x sky130_fd_sc_hd__ha_1, 18 x sky130_fd_sc_hd__nand2_1, 17 x sky130_fd_sc_hd__nor2_1.
- After filler insertion, the fill cell instance count of the layout stands at ~600.

** Timing
- Least-Margin Pin Slew :: 524.4 ps
- Slew HR :: 0.6504
- In the final run the clock tree shows a worst skew of between 7 and 8 ps.
- After routing, the total negative slack on setup checks comes to 0 ps.
- Setup Viol. Count Final :: 0
- Final Max-Slew Violation Tally :: 0
- In the finished design, the share of the clock period the worst path needs comes to 0.2927.
- RSZ-0062 raised after global routing :: false
- After layout, the minimum clock period comes to between 3000 and 4000 ps.
- The final timing report lists a hold violation count of 0.
- Fmax :: between 200 and 300 MHz

** Setup path
- Crit. path cell count :: 1
- Cell with the largest stage delay on the worst path :: sky130_fd_sc_hd__clkdlybuf4s50_1
- Per STA, the worst path accumulates the most delay in the family buffers and inverters.
- For the worst setup path, the data arrival time is 1130 ps.
- Critical path, cell by cell :: clkdlybuf4s50_1
- Max fanout on the critical path was recorded as 1.
- The worst setup path is captured at an output port.
- Worst Path Buf+Inv :: 1
- Counting cells, the worst reg-to-reg path comes to 12.
- The critical path is of the reg -> out type.
- Biggest cell delay along the critical path :: 480 ps
- Critical path required time :: ~9800 ps
- Kind of launch point of the worst setup path :: flip-flop

** Logic synthesis
- Count of yosys warnings during synthesis :: 1
- The synthesized design contains 80 register bits.
- Synthesized instance count :: 258
- Average cell area after synthesis :: about 12 µm²
- Summing every instance area after synthesis gives 0.003062 mm².
- After synthesis, the chip area reported by Yosys is 0.003062 mm².
- Per the Yosys statistics, synthesis produced around 260 cells.
- Of the synthesized area, sequential elements account for 0.5231.
- In the Yosys stats the netlist draws on 36 distinct library cells.

** Clock network
- Skew-Pair Late Insertion Delay :: 350 ps
- In this run, post-CTS repair resized a total of 0 instances.
- CTS max path bufs :: 2
- Buffers added to address setup during post-CTS repair amount to 0.
- Clk sinks :: 80
- Clock-pin slew reported for the worst setup and hold paths after clock tree synthesis :: around 80 ps
- Post-cts hold-fix buffer tally :: 0
- Looking at the clock tree report, the root buffer type is sky130_fd_sc_hd__clkbuf_8.
- Number of H-tree levels :: 3
- TritonCTS built the clock tree.
- Number of buffers created by CTS :: 9

** Die
- The floorplan step records an initial core utilization of 0.4176.
- Per the OpenROAD floorplan log, the area of the die is between 0.008 and 0.009 mm².
- Per the OpenROAD floorplan log, the width of the die is about 90 µm.
- The initialized floorplan defines 31 standard-cell rows.
- The total area inside the core boundary comes to 0.007331 mm².
- Chip height :: about 89 µm
- roughly 81 I/O pins were placed.

** Flow run
- Max-capacitance violation count :: 0
- Total tool warning count :: 25

** Route
- Iteration count of the initial detailed-routing pass :: 4
- Wire length reported by the detailed router :: 5123 µm
- Drt first-iter violations :: 69
- After detailed routing, the average wire length per cell comes to 11.41 µm.
- Detail Route Antenna Nets :: 0
- Routed vias/inst :: 4.586
- Per the detail_route report, DRC violations left total 0.
- Via total after detailed routing :: 2059
- Ant. Diodes :: 0

** Place
- Count of buffers from port buffering :: 80
- RePlAce ended its routability-driven mode at a weighted congestion of ~0.9.
- DP Cell Count :: 433
- Post-DP HPWL :: 4018 µm

** Power
- Static Leakage :: roughly 1.7 nW
- The highest supply drop recorded on VDD is 0.00007488 V.
- The script computed a power per unit cell area of 161.3 mW/mm².

** Worst hold path
- The worst hold path belongs to the class reg -> reg.
- Counting instances, the worst hold path has a depth of 1.

** Run status
- Result of the run :: finished, final reports clean
[where the power goes]
part / leakage [nW] / switching, mW / internal, mW
registers: 0.675 / 0.0135 / 0.300
clock network: 0.0882 / 0.0916 / 0.0858
logic: 0.965 / 0.0683 / 0.109
total: 1.73 / 0.173 / 0.495
[sequential cells by signal (all words and copies together), names as in the netlist]
signal and flops:
r_c 32, r_y 32, r_b 16
[cells in the mapped netlist, drive strengths merged]
master / count / area share
a21o: 7 / 0.017
a21oi: 15 / 0.025
a221oi: 1 / 0.0029
a31o: 1 / 0.0029
a31oi: 3 / 0.0061
and2: 1 / 0.0029
and3: 2 / 0.0041
buf: 2 / 0.0074
clkbuf: 2 / 0.0033
dfxtp: 80 / 0.52
fa: 16 / 0.10
ha: 19 / 0.078
inv: 10 / 0.012
nand2: 18 / 0.022
nand2b: 1 / 0.0020
nand3: 3 / 0.0049
nand4: 8 / 0.016
nor2: 17 / 0.021
nor2b: 2 / 0.0041
nor3: 1 / 0.0016
nor4: 2 / 0.0061
nor4b: 1 / 0.0078
o21a: 1 / 0.0025
o21ai: 9 / 0.016
o21ba: 1 / 0.0033
o21bai: 2 / 0.0061
o22a: 1 / 0.0029
o22ai: 1 / 0.0020
o311a: 1 / 0.0069
o31a: 2 / 0.0057
xnor2: 14 / 0.040
xor2: 14 / 0.040
[metrics by stage]
stage | hold WS, ps | utilization | setup WS, ps | area (µm²) | total power, mW
2_1_floorplan | 409.5 | - | 9211 | 3062 | 0.4045
3_5_place_dp | 419.6 | 0.5393 | 8898 | 3954 | 0.4984
6_report | 427.5 | 0.5655 | 8629 | 4145 | 0.6685
5_1_grt | 462.3 | 0.5655 | 8556 | 4145 | 0.7170
4_1_cts | 431.4 | 0.5655 | 8598 | 4145 | 0.6789
3_3_place_gp | 415.5 | 0.5393 | 8917 | 3954 | 0.4982
[per-layer routing]
metal | global-route usage | part of all wire | vias up
li1 | - | - | 1054
met2 | 0.2373 | 0.46 | 65
met3 | 0.04120 | 0.060 | 6
met5 | 0 | 0 | -
met4 | 0.02309 | 0.012 | 0
met1 | 0.2093 | 0.47 | 934
[area by class of cell]
type                       count  share of cell area
clock buffer                  11             0.03652
clock inverter                 5            0.009659
inverter                      10            0.009055
multi-input combinational    164              0.3353
sequential                    80              0.3864
tap                           99             0.02988
timing repair buffer          80              0.1932
[worst reg2reg max path, cell delays in order, from the launching register on]
cell	delay, ps
sky130_fd_sc_hd__dfxtp_1	340
sky130_fd_sc_hd__inv_1	60
sky130_fd_sc_hd__fa_1	520
sky130_fd_sc_hd__inv_1	40
sky130_fd_sc_hd__ha_1	210
sky130_fd_sc_hd__fa_1	400
sky130_fd_sc_hd__a21o_1	220
sky130_fd_sc_hd__a221oi_1	480
sky130_fd_sc_hd__o31a_1	280
sky130_fd_sc_hd__nand2_1	120
sky130_fd_sc_hd__a31oi_1	290
sky130_fd_sc_hd__o21ai_1	110
sky130_fd_sc_hd__xor2_1	160
[final timing paths]
path	start	end	slack, ps
worst max register to register	r_b[0]$_DFF_P_	r_y[19]$_DFF_P_	8860
worst min-delay path	r_c[31]$_DFF_P_	r_y[31]$_DFF_P_	430
worst min register to register	r_c[31]$_DFF_P_	r_y[31]$_DFF_P_	430
worst max-delay path	r_y[30]$_DFF_P_	r_y[30]	8630
[cells by family (layout without fill, tap and decap cells)]
kind of cell               count (synthesis)  after routing  synth area share
adders and majority gates                 35             35            0.1823
DFF                                       80             80            0.5231
AOI/OAI and AO/OA                         45             45           0.09890
xor gates and xnor gates                  28             28           0.08010
and+or+nand+nor                           56             56           0.09276
buffers and inverters                     14            106           0.02289
No activity file was given, so power comes from the tool's default toggle rates.
