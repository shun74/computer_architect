### design/flow/run.sh
#!/bin/bash
# OpenROAD 26Q1-2900-gdf79404cd8, Yosys 0.63+post, stock flow scripts
make -C /OpenROAD-flow-scripts/flow DESIGN_CONFIG=/design/flow/config.mk WORK_HOME=/design/flow/orfs finish
### design/flow/config.mk
export PLATFORM = sky130hd
export DESIGN_NAME = problem5
export DESIGN_NICKNAME = problem5
export VERILOG_FILES = /design/flow/design.v
export SDC_FILE = /design/flow/constraint.sdc
export NUM_CORES = 4
export LEC_CHECK = 1
export CORE_AREA = 10 10 74 74
export DIE_AREA = 0 0 84 84
### design/flow/constraint.sdc
current_design problem5

set clk_period 1.2
set clk_io_pct 0.2

create_clock -name clk0 -period $clk_period [get_ports {i_clk}]

set non_clock_inputs [all_inputs -no_clocks]
set_input_delay [expr $clk_period * $clk_io_pct] -clock clk0 $non_clock_inputs
set_output_delay [expr $clk_period * $clk_io_pct] -clock clk0 [all_outputs]
### design/flow/design.v
module problem5(
  input [1:0]  i_ctrl,
  input i_clk,
  input [15:0] i_data_0,
  input [15:0] i_data_1,
  input [15:0] i_data_2,
  input [15:0] i_data_3,
  output reg [15:0] o_data
);
  always @(posedge i_clk) begin
    case(i_ctrl)
      2'b00: o_data = i_data_0;
      2'b01: o_data = i_data_1;
      2'b10: o_data = i_data_2;
      2'b11: o_data = i_data_3;
    endcase
  end
endmodule
==> impl_metrics.json <==
{
  "antennaDiodeCount": 0,
  "cp-end-kind": "flip-flop",
  "fillers": 362,
  "logic_area_sq_um": 383,
  "cts.sinks": 16,
  "drv_cap": 0,
  "final_cell_mix": "clkdlybuf4s50_1 (65), dfxtp_1 (16), dlygate4sd2_1 (16)",
  "p_total_uw": 1480,
  "final_area_sq_um": 1690,
  "cp.required_ps": 1320,
  "fmax_mhz": 918,
  "layout_min_cycle_time_ps": 1090,
  "grt_setup_unrepaired": "no",
  "die_height_microns": 84,
  "port_buffers": 82,
  "synth_adder_area_share": 0,
  "timing_worst_setup_path_type": "input port to flip-flop",
  "num_vias": 697,
  "cts_buffers": 3,
  "cts-root-buf": "clkbuf_8",
  "dieArea_sq_um": 7060,
  "cts_setup_buffers": 0,
  "maxSlewHeadroom": 0.923,
  "holdPathStages": 3,
  "dieWidth_microns": 84,
  "gr-usage-all-layers": 0.0766,
  "post_drt_wl_per_cell_microns": 16.5,
  "yosys_area_sq_um": 744,
  "min-delay-start": "i_ctrl[0]",
  "setup_ws_ps": 110,
  "p_leak_uw": 0.000671,
  "grt_max_degree": 17,
  "path_max_fanout": 16,
  "worstMarginPinSlew_ps": 115,
  "finalSetupViolCount": 0,
  "yosys.area_share.simple": 0,
  "grt_pass1_wl_mm": 4.37,
  "drive_gt1_frac": 0.149,
  "worst_hold_path_type": "input port to flip-flop",
  "drt_iter0_markers": 7,
  "powerDensity_nw_per_um2": 876,
  "status": "finished clean",
  "hold_violations": 0,
  "finalMaxSlewViolations": 0,
  "synth_cell_types": 6,
  "antenna_found_initial": 0,
  "tns_ps": 0,
  "clk_pin_slew_ps": 60,
  "warnings": 25,
  "clockBufferDepth": 2,
  "synthToLayoutAreaGrowth_pct": 127,
  "arrival_ps": 1210,
  "rows": 23,
  "dpl_cell_area_sq_um": 1630,
  "critPathSlowestCell": "clkdlybuf4s50_1",
  "min_period_over_period": 0.908,
  "grt_pass1_vias": 810,
  "ant_nets": 0,
  "startpoint_type": "input port",
  "drc": 0,
  "largest_reg_flops": 16,
  "whs_endpoint": "o_data[15]$_DFF_P_",
  "ys_seq_share": 0.430,
  "crit_chain": "clkdlybuf4s50_1 > buf_12 > mux4_2",
  "io_pins": 83,
  "aoi_share": 0,
  "drt_wl_total_mm": 2.82,
  "initial_core_util": 0.187,
  "first_pass_iters": 2,
  "cts_tree": "yes",
  "crit_family": "buffers and inverters",
  "ir_drop_mv": 0.294,
  "core_sq_um": 3970,
  "grt_overflow_total": 0,
  "syn_inst": 36,
  "regArea_sq_um": 320,
  "worstSetupStartpoint": "i_ctrl[1]",
  "yosys_cells": 36,
  "ys_sh_xor": 0,
  "yosys_warnings": 1,
  "lay_top_count": "clkdlybuf4s50_1",
  "cts_hold_buf": 0,
  "synthMuxAreaShare": 0.514,
  "path_buffers": 2,
  "viasPerCell": 4.08,
  "dpl_worst_slack_ps": -437,
  "gp_congestion": 0.739,
  "htree_levels": 1,
  "topCombFamilyByArea": "multiplexers",
  "synth-seq-cells": 16,
  "netlist_area_sq_um": 744,
  "synth_area_per_cell_sq_um": 20.7,
  "slowest_delay_ps": 510
}
tightest hold or removal path, stage by stage:
cell and delay, ps:
clkbuf_2 130, buf_12 140, mux4_1 200
cells in the mapped netlist:
library cell | instances | area [sq um]
buf_6 | 1 | 11.3
buf_12 | 1 | 20.0
mux4_2 | 10 | 225
buf_2 | 2 | 10.0
dfxtp_1 | 16 | 320
mux4_1 | 6 | 158
power breakdown:
part	internal [uW]	total (uW)	switching [uW]
logic	340	412	72.7
clock network	291	468	177
registers	588	599	10.4
per-stage QoR:
step                 util  hold WS (ps)  cells
finish              0.425           494    171
global route        0.425           511    171
CTS                 0.427           655    171
detailed placement  0.410           912    166
global placement    0.410           914    166
floorplan               -           456     36
routing by layer:
metal	share of wire	vias to the layer above	GRT usage
li1	-	328	-
met3	0.099	4	0.0295
met4	0.017	0	0.0152
met2	0.50	47	0.130
met1	0.38	318	0.0898
met5	0	-	0
worst max-delay path by stage:
| stage | cells after the start | end |
|---|---|---|
| 4_1_cts | 3 | o_data[9]$_DFF_P_ |
| 5_1_grt | 3 | o_data[0]$_DFF_P_ |
| 6_report | 3 | o_data[2]$_DFF_P_ |
cell type report:
type,instances,share of cell area
Clock buffer,4,0.0326
Multi-Input combinational cell,16,0.227
Sequential cell,16,0.190
Tap cell,50,0.0370
Timing Repair Buffer,85,0.514
cell families after synthesis:
family,after synthesis
buf+inv,4
mux,16
flops,16
timing repair:
item | in CTS | in global routing
setup endpoints to repair | 32 | 8
gates resized | 18 | 1
gates cloned | 1 | 0
Power figures rest on the tool's default switching activity, not on a simulated workload.
