==> ./design.v <==
module m_cache2(w_clk, w_adr, w_hit, w_dout, w_wadr, w_we, w_wd);
  input  wire w_clk, w_we;
  input  wire [31:0] w_adr;
  input  wire [4:0] w_wadr;
  input  wire [88:0] w_wd;
  output wire w_hit;
  output wire [31:0] w_dout;
  wire w_v;
  wire [23:0] w_tag;
  wire [31:0] w_d1, w_d2;
  reg [88:0] mem [0:31];
  always @(posedge w_clk) if (w_we) mem[w_wadr] <= w_wd;
  assign {w_v, w_tag, w_d1, w_d2} = mem[w_adr[7:3]];
  assign w_hit = w_v & (w_tag==w_adr[31:8]);
  assign w_dout = (w_adr[2]) ? w_d1 : w_d2;
  integer i; initial for (i=0; i<32; i=i+1) mem[i] = 0;\
endmodule
==> ./run.sh <==
#!/bin/bash
# OpenROAD 26Q1-2900-gdf79404cd8, Yosys 0.63+post, stock flow scripts
make -C /OpenROAD-flow-scripts/flow DESIGN_CONFIG=/design/flow/config.mk WORK_HOME=/design/flow/orfs finish
==> ./config.mk <==
export PLATFORM = sky130hd
export DESIGN_NAME = m_cache2
export DESIGN_NICKNAME = m_cache2
export VERILOG_FILES = /design/flow/design.v
export SDC_FILE = /design/flow/constraint.sdc
export NUM_CORES = 4
export LEC_CHECK = 1
export CORE_UTILIZATION = 30
==> ./constraint.sdc <==
current_design m_cache2

set clk_period 17.2
set clk_io_pct 0.2

create_clock -name clk0 -period $clk_period [get_ports {w_clk}]

set non_clock_inputs [all_inputs -no_clocks]
set_input_delay [expr $clk_period * $clk_io_pct] -clock clk0 $non_clock_inputs
set_output_delay [expr $clk_period * $clk_io_pct] -clock clk0 [all_outputs]
==> ci_impl_report.md <==
## PnR job results

| Metric | Value |
|---|---|
| Top Registers | `mem x2848` |
| Via-to-Cell Ratio | `5.018` |
| Clock-pin slew on the worst setup and hold paths | `0.06 ns` |
| Chip height | `604.2 um` |
| Worst rel slew slack | `31.69%` |
| Most numerous logic cell after layout | `edfxtp_1` |
| CP dominant cell by count | `buf_4` |
| Max Fanout on Critical Path | `63` |
| Share of total power in sequential cells | `54.2%` |
| Largest net degree at the start of global routing | `81` |
| Commonest register cell after synthesis | `edfxtp_1` |
| Ports | `161` |
| Post-CTS resize count | `0` |
| Gate power share | `5.3%` |
| Max Cap Violations | `0` |
| Startpoint types | `input pin` |
| Max-area cell share | `78.62%` |
| Int Power | `11.34 mW` |
| # Cells Yosys | `4379` |
| Crit path required time | `13.76 ns` |
| Syn Inst Count | `4379` |
| Tool Warnings | `28` |
| Max Clock Freq | `78.92 MHz` |
| Worst Hold Launch | `w_wd[64]` |
| And-or/or-and share of the synthesized area | `1.059%` |
| Top reg by flops | `mem` |
| Htree depth | `5` |
| Total GRT Usage | `16.71%` |
| CTS tree | `yes` |
| Synth area leader | `edfxtp_1` |
| Fill cell count | `32460` |
| CTS buffer count | `273` |
| # hold bufs at CTS | `0` |
| Mapped cell area | `0.1088 mm^2` |
| Yosys warns | `1` |
| P per Cell Area | `113.4 mW/mm^2` |
| Clock share of power | `40.5%` |
| Final Cycle Share | `73.67%` |
| Most instantiated logic cells after routing | `edfxtp_1, mux4_2, clkbuf_16` |
| Crit path DAT | `9.23 ns` |
| DR iter-0 viols | `3400` |
| TritonRoute pass-1 iters | `5` |
| Final setup viols | `0` |
| Worst hold margin | `3.411 ns` |
| Synth Area in Adders | `0%` |
| Slowest cell on crit path | `buf_4` |
| RSZ-0062 raised after global routing | `no` |
| Critical path origin | `w_adr[4]` |
| Num rows | `220` |
| Number of global-route vias before repair | `54950` |
| Cell family with most CP delay | `buffers and inverters` |
| Chip width | `604.2 um` |
| Clk root buf | `clkbuf_16` |
| Number of remaining DRC errors | `0` |
| Max Root-Sink Buffers | `4` |
| First-pass GRT wire length | `400.9 mm` |
| Flip-flops with a built-in enable | `2848` |
| Final ANT Viol Nets | `0` |
| Final GP Congestion | `0.8162` |
| FFs w/ async S/R, synth | `0%` |
| Post-synthesis xor/xnor area fraction | `0.2415%` |
| Post-synth mux share | `18.15%` |
| Seq/Total Area, Yosys | `78.62%` |
| Post-CTS Setup Inserts | `0` |
| Remaining global-route overflow | `0` |
| Final Power | `14.28 mW` |
| Leakage | `38.36 nW` |
| Worst-path cell chain | `buf_8, buf_4, buf_4, buf_4, buf_4, buf_4, mux4_2, mux4_2, mux4_2, clkdlybuf4s50_1` |
| Yosys synthesis chip area | `0.1088 mm^2` |
| Core Footprint | `0.3600 mm^2` |
| DIE AREA | `0.3650 mm^2` |
| Post-Synth Simple-Gate Area | `0.7925%` |
| Initial antenna violation count | `22` |
| Layout cells sized above 1 | `30.21%` |
| Routed wire length | `282.9 mm` |
| Final hold violation count | `0` |
| Status | `complete, no violations` |
| Setup TNS | `0 ns` |
| Crit path kind | `in -> out` |
| Switching power | `2.933 mW` |
| Dominant kind of combinational cell | `multiplexers` |
| Drt wl/cell | `28.84 um` |
| Cell area leaders | `edfxtp_1, mux4_2, mux2i_1, buf_2, clkbuf_1` |
| Worst Path Buf+Inv | `7` |
| Distinct lib cells | `65` |
| Worst VDD drop | `0.06417 mV` |
| Post-DP HPWL | `151.2 mm` |
| CP max stage delay | `0.77 ns` |
| Post-synth regs | `2848` |
| CTS sink cnt | `2848` |
| Crit. End Element | `output pin` |
| IO Port Bufs | `158` |
| Sw Share | `20.54%` |
| Via count | `49210` |
| Fin crit period | `12.67 ns` |
| Worst-Margin Slew | `1.022 ns` |
| Avg Inst Size Synth | `24.84 um^2` |
| Max FFs per register | `2848` |
| Synth-to-Final Area Change | `15.70%` |
| Worst Hold Class | `in -> reg` |
| Core Util at FP | `30.21%` |
| Slew Limit Fails | `0` |
## path summary, 6_finish.rpt
check | endpoint | slack [ns] | depth (start not counted)
max | w_dout[12] | 4.53 | 10
min | mem[14][64] | 3.41 | 2
## Yosys cell counts (3+ instances only)
| master | number |
|---|---|
| o2111ai_1 | 3 |
| buf_8 | 9 |
| nor4_1 | 3 |
| nand3_1 | 15 |
| a22oi_1 | 22 |
| a22o_1 | 6 |
| buf_6 | 11 |
| and2_1 | 7 |
| a221oi_1 | 9 |
| nor3_1 | 3 |
| a221o_1 | 3 |
| o221ai_1 | 6 |
| o22ai_1 | 23 |
| nand4_1 | 5 |
| o211ai_1 | 5 |
| mux2i_1 | 91 |
| or3b_2 | 5 |
| xnor2_1 | 15 |
| nand2_1 | 34 |
| edfxtp_1 | 2848 |
| nor2_1 | 52 |
| inv_1 | 3 |
| xor2_1 | 15 |
| a2111oi_0 | 4 |
| buf_4 | 15 |
| a211oi_1 | 10 |
| a21oi_1 | 20 |
| or3_1 | 5 |
| a31oi_1 | 5 |
| or2_2 | 3 |
| mux2_2 | 20 |
| nor2b_1 | 12 |
| buf_2 | 75 |
| buf_1 | 23 |
| mux4_2 | 822 |
| nand3b_1 | 9 |
| nand2b_1 | 9 |
| clkbuf_1 | 92 |
| o21ai_0 | 25 |
## kinds of logic (layout without fill, tap and decap cells)
logic type,after synthesis,in the layout
and+or+nand+nor,169,169
DFF,2848,2848
muxes,938,938
buffers and inverters,233,885
xor gates and xnor gates,30,30
AOI/OAI and AO/OA,161,161
other,0,3
## metrics by stage
step	cells	util [%]	cell area, um^2	setup WS (ns)
after floorplan	4379	-	108800	7.745
after global placement	9344	32.62	117400	4.509
after detailed placement	9344	32.62	117400	4.474
after CTS	9804	34.96	125900	4.454
after global routing	9805	34.96	125900	4.353
final	9807	34.96	125900	4.529
## routing by layer
metal | global-route usage (%) | wire length, um | vias to the layer above
met5 | 0.3964 | 301 | -
met4 | 3.409 | 7041 | 30
met1 | 17.10 | 85560 | 25250
met3 | 13.75 | 50600 | 417
li1 | - | - | 20000
met2 | 26.33 | 139400 | 3518
## cell type report
class	count	area, um^2	share of cell area (%)
Tap cell	4773	5972	4.745
Antenna cell	3	7.507	0.005964
Sequential cell	2848	85520	67.95
Multi-Input combinational cell	1298	22260	17.69
Timing Repair Buffer	419	3657	2.906
Clock inverter	124	1157	0.9195
Clock buffer	336	7259	5.768
Inverter	6	31.28	0.02485
## power groups by stage
stage | clock network [mW] | registers, mW | logic, mW
final | 5.78 | 7.74 | 0.762
after global routing | 6.13 | 7.74 | 0.818
after CTS | 5.88 | 7.74 | 0.782
No activity file was given, so power comes from the tool's default toggle rates.
