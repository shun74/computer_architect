==> design/flow/design.v <==
module m_madd_pipe(w_clk, w_b, w_c, r_y);
  input wire w_clk;
  input wire [15:0] w_b;
  input wire [31:0] w_c;
  output reg [31:0] r_y = 0;
  reg [15:0] r_b = 0;
  reg [31:0] r_c = 0, r_d = 0, r_e = 0;
  always @(posedge w_clk) begin
    r_b <= w_b;
    r_c <= w_c;
    r_d <= 16'd3 * r_b;
    r_e <= r_c;
    r_y <= r_d + r_e;
  end
endmodule
==> design/flow/run.sh <==
#!/bin/bash
# OpenROAD 26Q1-2900-gdf79404cd8, Yosys 0.63+post, stock flow scripts
make -C /OpenROAD-flow-scripts/flow DESIGN_CONFIG=/design/flow/config.mk WORK_HOME=/design/flow/orfs finish
==> design/flow/config.mk <==
export PLATFORM = sky130hd
export DESIGN_NAME = m_madd_pipe
export DESIGN_NICKNAME = m_madd_pipe
export VERILOG_FILES = /design/flow/design.v
export SDC_FILE = /design/flow/constraint.sdc
export NUM_CORES = 4
export LEC_CHECK = 1
export CORE_UTILIZATION = 30
==> design/flow/constraint.sdc <==
current_design m_madd_pipe

set clk_period 11.3
set clk_io_pct 0.2

create_clock -name clk0 -period $clk_period [get_ports {w_clk}]

set non_clock_inputs [all_inputs -no_clocks]
set_input_delay [expr $clk_period * $clk_io_pct] -clock clk0 $non_clock_inputs
set_output_delay [expr $clk_period * $clk_io_pct] -clock clk0 [all_outputs]
==> Slide: Implementation Results <==
Key Metrics from the Run

Place
  – # placed instances: 680
  – Final Wtd Congestion: 0.804
  – HPWL after detailed placement: 6.27 mm
  – Minimum setup slack after placement: 8.28 ns
  – Placed inst area: 5690 um2
  – Number of port buffers: 80

Synthesis
  – Simple-Gate Fraction of Synth Area: 10.6%
  – Multiplexer share of the synthesized area: 0%
  – Sequential cell area fraction in the yosys report: 55.7%
  – Dominant register cell: dfxtp_1
  – Adder Area Share: 10.2%
  – Cell area after synthesis: 4670 um2
  – Post-synth EDFFs: 0
  – Count of mapped cells out of synthesis: 415
  – Dominant comb cell: AND-OR/OR-AND gates
  – XOR-XNOR Cells, Area Fraction: 6.56%
  – Area share of and-or/or-and cells after synthesis: 15.4%
  – Yosys chip area: 4670 um2
  – Post-synth regs: 130
  – Synthesized area per cell: 11.3 um2
  – Ys async rst share: 0%
  – Number of warning messages in the yosys log: 1
  – Yosys Instances: 415
  – Post-synth cell types: 56

Route
  – Sum of met3 wire segment lengths after detailed routing: 384 um
  – Detailed-router iteration count before antenna repair: 6
  – First-iteration detailed-routing DRC count: 130
  – Vias post-DR: 3166
  – Met2 wire len: 3.67 mm
  – Vias per cell: 4.45
  – Post-route DRC: 0
  – Wire length per cell after detailed routing: 12.0 um
  – Number of nets with antenna violations after routing: 0
  – Antenna diode count: 0
  – M1 WL: 4.31 mm
  – Uppermost layer routed: met4
  – Detailed-route wire length: 8.53 mm

Worst hold path
  – Path category of the worst min-delay check: flip-flop to flip-flop

STA
  – Highest clock rate: 290 MHz
  – Total negative slack for setup checks: 0 ns
  – Remaining max-slew budget at the tightest pin: 64.3%
  – Worst clock skew: 0.00548 ns
  – Transition time of the tightest slew-check pin: 0.529 ns
  – Number of max-slew violations in the final report: 0
  – Hold Fails Final Rpt: 0
  – Worst hold margin: 0.321 ns
  – Final Cycle Share: 30.5%
  – Final Critical Period: 3.45 ns
  – Unrepaired setup endpoints after global routing: false
  – Final setup viols: 0
  – Setup slack of the critical path after layout: 7.85 ns

Clock tree
  – Clock Sinks: 130
  – Cell at the root of the clock tree: clkbuf_16
  – Total of cells resized after clock tree synthesis: 0
  – Clock tree from TritonCTS: built
  – Quantity of hold-fixing buffers added after cts: 0
  – Clock-pin transition on the worst setup and hold timing paths: 0.05 ns
  – Total setup buffers inserted after CTS: 0
  – CTS Buf Count: 17
  – Buffers from clock root to sink, at most: 2
  – Clock latency on the worst-skew pair: 0.41 ns
  – CTS H-Tree Depth: 4

Die
  – Boundary pin count: 81
  – Die y size: 127 um
  – Die width: 127 um
  – Core Region: 15200 um2
  – Init Core Util: 30.7%
  – Row count: 45
  – Chip area: 16100 um2

Finish
  – Fill count: 1395
  – Synth-to-layout area growth: 34.6%
  – Layout cell share with drive strength beyond 1: 8.40%
  – Finished Cell Area: 6290 um2
  – Post-layout instance count excluding filler cells: 712
  – Final design utilization: 41.3%

Critical path
  – CP required: 9.04 ns
  – Critical path cell sequence: clkdlybuf4s50_1
  – Maximum single-stage delay on the critical path: 0.46 ns
  – Number of buffer and inverter stages on the critical path: 1
  – Arrival time of the worst setup path: 1.19 ns
  – Setup Crit Path Kind: flip-flop to primary output
  – CP max-delay cell: clkdlybuf4s50_1
  – CP max FO: 1
  – Crit path capture type: primary output
  – Sort of element at the start of the critical path: flip-flop
  – Top delay family on crit path: buffers and inverters

Global route
  – Number of global-route vias before repair: 3106
  – Global-route wire length before repair: 14.4 mm
  – All-Layer GR Usage: 11.4%
  – Total gr overflow: 0
  – Maximum number of pins on one net before global-route repair: 17
  – Number of antenna violations at the first check in global routing: 0

Power
  – Internal power component: 1.02 mW
  – Psw: 0.332 mW
  – Clock group share of total power: 39.3%
  – Pwr Total: 1.35 mW
  – Combinational share of power: 20.5%
  – P per Cell Area: 215 nW/um2
  – Sequential share of power: 40.2%
  – Net Sw Frac: 24.5%
  – Largest voltage drop on the vdd net: 0.110 mV
  – Total leakage power: 2.54 nW

Run
  – Tool warnings: 27
  – Number of maximum-capacitance constraint violations: 0

Run status
  – Status: finished clean
==> per-layer routing <==
metal | vias to the layer above | global-route usage, %
met4 | 0 | 1.75
met2 | 66 | 17.5
met3 | 11 | 2.71
li1 | 1673 | -
met5 | - | 0
met1 | 1416 | 17.0
==> cells in the mapped netlist, drive strengths merged, types with 2 or more instances <==
cell	number	area share [%]
o2111ai	2	0.38
nor3b	3	0.59
o211ai	6	0.96
a211oi	6	1.1
nand4	6	0.80
fa	2	0.86
dfxtp	130	56
o21a	4	0.64
nand3	10	1.1
and3	7	0.94
a22oi	2	0.32
nor2b	3	0.40
a31oi	3	0.40
nor3	8	0.86
a21o	8	1.3
a21boi	3	0.48
nand4b	5	0.94
nand2b	3	0.40
a41oi	2	0.38
a21oi	28	3.5
nand2	23	1.9
ha	35	9.4
clkbuf	2	0.19
inv	15	1.2
a2111oi	2	0.91
o21ai	17	2.0
o21bai	4	0.64
xnor2	30	5.6
nor2	25	2.0
xor2	5	0.94
==> path summary, 6_finish.rpt <==
kind	startpoint	to	slack (ns)	cells after the start
setup / recovery	r_y[13]$_DFF_P_	r_y[13]	7.85	1
hold / removal	r_c[5]$_DFF_P_	r_e[5]$_DFF_P_	0.32	0
setup reg to reg	r_b[1]$_DFF_P_	r_d[17]$_DFF_P_	8.92	8
hold reg to reg	r_c[5]$_DFF_P_	r_e[5]$_DFF_P_	0.32	0
==> state kept, by name (all words and copies together), names as in the netlist <==
name / flops
r_b: 16
r_c: 32
r_d: 18
r_e: 32
r_y: 32
==> kinds of logic after synthesis <==
family / Yosys count
flops: 130
simple gates: 98
compound gates: 97
fa+ha+maj: 37
xor+xnor: 35
buf+inv: 18
==> power by group through the flow <==
stage         Sequential, mW  Clock, mW  Combinational (mW)
finish                 0.544      0.532               0.277
global route           0.550      0.569               0.308
CTS                    0.545      0.547               0.280
==> area by class of cell <==
class	count	area, um2	area share, %
flip-flops and latches	130	2600	41.4
well taps	188	235	3.74
multi-input cells	267	2000	31.8
inverters	15	56.3	0.896
clock inverters	8	101	1.61
clock buffers	24	492	7.82
repair buffers	80	801	12.7
==> placed cells by master, fill, tap and decap left out, types with 10 or more instances in the layout <==
cell type        netlist  layout
a21oi_1               24      24
clkbuf_16              0      17
xnor2_1               30      30
nand3_1               10      10
clkdlybuf4s50_1        0      80
nor2_1                25      25
dfxtp_1              130     130
ha_1                  35      35
inv_1                 15      15
o21ai_0               14      14
nand2_1               22      22
Power is estimated from default activity; no workload was simulated.
