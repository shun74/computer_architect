File: design/flow/design.v
module problem2(
  input [7:0] i_p0,
  input [7:0] i_p1,
  input [7:0] i_p2,
  output wire [7:0] o_p
);
  wire [7:0] w_p;
  assign w_p = i_p1 & i_p2;
  assign o_p = w_p + i_p0;
endmodule
File: design/flow/run.sh
#!/bin/bash
# OpenROAD 26Q1-2900-gdf79404cd8, Yosys 0.63+post, stock flow scripts
make -C /OpenROAD-flow-scripts/flow DESIGN_CONFIG=/design/flow/config.mk WORK_HOME=/design/flow/orfs finish
File: design/flow/config.mk
export PLATFORM = sky130hd
export DESIGN_NAME = problem2
export DESIGN_NICKNAME = problem2
export VERILOG_FILES = /design/flow/design.v
export SDC_FILE = /design/flow/constraint.sdc
export NUM_CORES = 4
export LEC_CHECK = 1
export CORE_AREA = 10 10 70 70
export DIE_AREA = 0 0 80 80
File: design/flow/constraint.sdc
current_design problem2

set clk_period 5.9
set clk_io_pct 0.2

create_clock -name clk0 -period $clk_period

set non_clock_inputs [all_inputs -no_clocks]
set_input_delay [expr $clk_period * $clk_io_pct] -clock clk0 $non_clock_inputs
set_output_delay [expr $clk_period * $clk_io_pct] -clock clk0 [all_outputs]
==> summary.txt <==
Results of the flow run.

The congestion estimate from routability-driven global placement came to 0.823. The number of ports placed on the die boundary stands at 32. The first routing iteration left 11 violations. The number of flip-flops and latches stands at 0. The most common cell in the synthesized netlist is sky130_fd_sc_hd__ha_1.

STA classifies the critical path endpoint as an output port. The synthesized design spends more area on one cell type than any other, namely sky130_fd_sc_hd__ha_1. The tool flagged a number of max-cap violations equal to 0. The routed design shows a via density per instance of 3.36. The layout clock buffer count stands at 0.

The count of cell types in the netlist stands at 21. The core utilization of the finished layout stands at 21.2%. Hold is met by 3.40 ns. For reference, the final report shows the max-slew violation count at 0. In this run the vertical extent of the chip is 80 um.

Entering global routing, the biggest net connects 6 pins. The site row count stands at 21. In this run the most critical hold path is launched from i_p0[0]. The final critical path takes up 79.4% of the cycle. The sum of net half-perimeters after detailed placement stands at 1180 um. Before placement the cells fill slightly above 10% of the core. The total placed cells including tap cells stands at 125. The core outline area stands at 3420 um^2.

The pin closest to its max-slew limit shows a slew of 0.191 ns. Looking at the critical path, the highest net fanout was 3. The die is around 80 um wide. The depth of the worst hold-timing path stands at 3. The total setup buffers inserted after CTS stands at 0.

The stage-log warning count stands at 32. After synthesis, the mean cell area works out to 7.37 um^2. Measured against its own limit, the worst slew margin works out to 87.2%. The number of remaining DRC errors stands at 0. The number of endpoints failing setup at the final stage stands at 0. In this build the clock could be raised as far as around 210 MHz. Setup total negative slack on the finished layout was measured at 0 ns. The via count of the first global-routing pass stands at between 400 and 500.

The synthesis run shows the most used standard cells to be 7 x sky130_fd_sc_hd__ha_1, 6 x sky130_fd_sc_hd__and2_1, 5 x sky130_fd_sc_hd__a21oi_1, 5 x sky130_fd_sc_hd__inv_1, 4 x sky130_fd_sc_hd__xnor2_1. The number of search-and-repair iterations in the first detailed-routing pass stands at 4. STA classifies the critical path startpoint as an input pin.

The post-cts resize count stands at 0. Of the cells placed in the final design, the portion with a size suffix greater than 1 is 1.27%. The endpoint required time on the critical path stands at 4.72 ns.

The routed wire length per instance stands at 9.97 um. The data arrival time of the critical path stands at 3.51 ns. The area reported by Yosys stat stands at 347 um^2. The final route contains about 420 vias. The synth_stat.txt file lists the number of cells as 47. The final routed wirelength across all metal layers stands at 1250 um. The worst setup path is of the input pin to output port kind. After synthesis, the largest area contributor takes up 25.3% of total cell area. The run finished with clean final reports. The number of hold buffers added after CTS was 0.

The global-route wire length before repair stands at 2000 um. The remaining global-route overflow stands at 0. The ratio of total power to cell area stands at 83.2 nW/um^2. The aggregate global-route resource usage stands at 3.79%.

Synthesis handed over a netlist of roughly 47 instances. Sequential elements use 0% of the synthesized area. Setup repair after global routing left no endpoint under its margin. The type recorded for the worst min-delay path is input pin to output port. The number of antenna violations at the first check in global routing stands at 0. In this run the full chip footprint comes out at 6400 um^2. For reference, the top cells by area after synthesis are sky130_fd_sc_hd__ha_1 25%, sky130_fd_sc_hd__and2_1 11%, sky130_fd_sc_hd__xnor2_1 10%, sky130_fd_sc_hd__a21oi_1 7.2%, sky130_fd_sc_hd__fa_1 5.8%. The maximum resistive drop on vdd stands at 0.0312 mV. After the flow finishes, the layout carries non-filler instances totaling 125.

The count of synthesis-stage warnings from yosys stands at 0. The tally of nets with antenna violations remaining after routing stands at 0. In this run the cell area of the synthesized design comes to 347 um^2. The count of endpoints failing hold in the final timing report stands at 0. Per the layout area report, the register area comes to 0 um^2. The final antenna diode count stands at 0. Setup slack on the critical path of the routed design comes to 1.21 ns. In this run the layout overhead on the synthesized area is reported as 109%. During placement, the flow inserted port buffers numbering 32. For hold timing, the worst endpoint is o_p[0].

The worst path in the final design needs a cycle of 4.69 ns, including I/O delays and setup. The total leakage power stands at roughly 0.30 nW. The worst slack at placement stands at 1.21 ns.
-- worst max-delay path by stage --
| stage | cells after the start | start | endpoint |
|---|---|---|---|
| finish | 10 | i_p1[0] | o_p[6] |
| global route | 10 | i_p1[0] | o_p[6] |
| CTS | 10 | i_p1[0] | o_p[6] |
-- metal layers --
layer  up-vias  track usage (%)  share of wire, %
li1        232                -                 -
met4         0                0                 0
met5         -                0                 0
met3         0             2.16                14
met1       169             4.77                45
met2        19             5.86                41
-- cell type report --
type                       count  area [um^2]
timing repair buffer          32          320
tap                           46         57.6
multi-input combinational     42          328
fill                         388         2690
inverter                       5         18.8
-- per-stage QoR --
stage	cell area [um^2]	power, W
after floorplan	347	0.0000228
after global placement	724	0.0000613
after detailed placement	724	0.0000613
after CTS	724	0.0000618
after global routing	724	0.0000673
final	724	0.0000602
-- logic make-up after synthesis --
kind of cell	Yosys count	synth area share, %
AND/OR/NAND/NOR	18	31.4
AND-OR/OR-AND	11	19.5
adder cells (fa/ha/maj)	8	31.0
XOR/XNOR	5	12.6
buffers and inverters	5	5.42
-- placed cells by master, fill, tap and decap left out --
cell type,instances
sky130_fd_sc_hd__a21o_1,1
sky130_fd_sc_hd__nand4_1,1
sky130_fd_sc_hd__and3b_1,1
sky130_fd_sc_hd__xor2_1,1
sky130_fd_sc_hd__xnor2_1,4
sky130_fd_sc_hd__or4_1,1
sky130_fd_sc_hd__nand3_1,3
sky130_fd_sc_hd__o211ai_1,1
sky130_fd_sc_hd__o21ai_0,1
sky130_fd_sc_hd__and2_1,6
sky130_fd_sc_hd__a31oi_1,1
sky130_fd_sc_hd__ha_1,7
sky130_fd_sc_hd__nand2_1,3
sky130_fd_sc_hd__inv_1,5
sky130_fd_sc_hd__nor3_1,1
sky130_fd_sc_hd__nor2b_4,1
sky130_fd_sc_hd__clkdlybuf4s50_1,32
sky130_fd_sc_hd__nor2_1,1
sky130_fd_sc_hd__o31a_1,1
sky130_fd_sc_hd__fa_1,1
sky130_fd_sc_hd__o21a_1,1
sky130_fd_sc_hd__a21oi_1,5
-- worst max-delay path, stage by stage --
cell and delay [ns]:
sky130_fd_sc_hd__clkdlybuf4s50_1 0.39, sky130_fd_sc_hd__and2_1 0.15, sky130_fd_sc_hd__ha_1 0.18, sky130_fd_sc_hd__inv_1 0.07, sky130_fd_sc_hd__fa_1 0.24, sky130_fd_sc_hd__nor2b_4 0.05
sky130_fd_sc_hd__o31a_1 0.27, sky130_fd_sc_hd__or4_1 0.41, sky130_fd_sc_hd__nand3_1 0.09, sky130_fd_sc_hd__clkdlybuf4s50_1 0.47
-- where the power goes --
group	internal, W	switching (W)	total, W
clock network	0	0	0
logic	0.0000418	0.0000185	0.0000602
registers	0	0	0
Power is estimated from default activity; no workload was simulated.
