--- design/flow/design.v ---
module problem3(
  input [15:0] i_p0,
  input [15:0] i_p1,
  output wire [15:0] o_p
);
  wire [15:0] w_p;
  assign w_p = ~i_p0;
  assign o_p = w_p | i_p1;
endmodule
--- design/flow/run.sh ---
#!/bin/bash
# OpenROAD 26Q1-2900-gdf79404cd8, Yosys 0.63+post, stock flow scripts
make -C /OpenROAD-flow-scripts/flow DESIGN_CONFIG=/design/flow/config.mk WORK_HOME=/design/flow/orfs finish
--- design/flow/config.mk ---
export PLATFORM = sky130hd
export DESIGN_NAME = problem3
export DESIGN_NICKNAME = problem3
export VERILOG_FILES = /design/flow/design.v
export SDC_FILE = /design/flow/constraint.sdc
export NUM_CORES = 4
export LEC_CHECK = 1
export CORE_AREA = 10 10 70 70
export DIE_AREA = 0 0 80 80
--- design/flow/constraint.sdc ---
current_design problem3

set clk_period 1.0
set clk_io_pct 0.2

create_clock -name clk0 -period $clk_period

set non_clock_inputs [all_inputs -no_clocks]
set_input_delay [expr $clk_period * $clk_io_pct] -clock clk0 $non_clock_inputs
set_output_delay [expr $clk_period * $clk_io_pct] -clock clk0 [all_outputs]
==> out/results.ini <==
[cells_and_area]
n_clock_buffer=0
lay_top_count=dlygate4sd2_1
mostFrequentLayoutCells=dlygate4sd2_1 (32), nand2b_1 (14), buf_2 (14), nand2b_4 (2)
ff_latch_area_um2=0
flops=0
n_fill_cell=420
syn_to_final_growth_pct=444
logic_area_um2=115
layout-drive-gt1-share_pct=26.6

[floorplanning]
ios=48
dieHeight_um=80
core_area_mm2=0.00342
die_area_mm2=0.00640
fp_util_pct=2.93
rows=21
dieWidth_um=80

[placed_design]
place.port_buffers=48
gp_congestion=0.713
pre_cts_slack_ns=-0.443

[timing]
hold_violations=0
period_needed_ns=0.931
slew_viol_final=0
fin_ws_ns=0.0687
finalCritPeriodShare_pct=93.1
fin_setup_tns_ns=0
grt_setup_unrepaired=false
relSlewSlack_pct=92.9
fmax_mhz=1070
worst_pin_slew_ns=0.107
setup_viol_count_final=0

[synthesis]
synth_cell_type_count=1
ys_cells=16
topCellsByArea=nand2b_1 (100%)
yosys_warnings=0
avgSynthCellArea_um2=6.26
synth_top_cell_by_area=nand2b_1
postSynthSeqShare_pct=0
synth_top_area_share_pct=100
syn_inst=16
ys_area_um2=100
syn_area_um2=100

[detailed_routing]
drc=0
drtIter0Drc=0
routedWlPerCell_um=9.40
first_pass_iters=1
vias_per_cell=2.55
antenna_left=0
wirelength_um=1030
via_count=280
diodes=0

[power]
total_leakage_power_nw=0.270
power_mw=0.136
p_int_mw=0.107
vdd_ir_drop_max_v=0.0000489
swShare_pct=21.2
pwr-share-clk_pct=0
seq_power_share_pct=0
combPwrFrac_pct=100.0
switchingPower_mw=0.0288
power_density_mw_per_mm2=250

[flow_run]
cap_violations=0
tool_warnings=32

[global_route]
grt_usage_pct=2.96
grt_pass1_wl_um=1570
grtUsageMet2_pct=4.57
grtUsageMet1_pct=3.30
antenna_found_initial=0
grtUsageMet3_pct=2.39
globalRoute.busiestLayer=met2
grt-ovfl-total=0
grt_max_degree=2
grt_pass1_vias=330

[worst_setup_path]
startpoint_type=input pin
worstPathRequired_ns=0.80
crit_arrival_ns=0.73
path_class=input pin to output pin
path_max_fanout=1
cp-end-kind=output pin

[run_status]
status=completed

[hold_path]
min_from=i_p0[8]
hold_end=o_p[8]
hold_depth=3
min_path_type=input pin to output pin

[cts]
cts_setup_buffers=0

synth_stat cells:
cell and n:
nand2b_1 16
critical path, stage by stage:
cell             delay (ns)
dlygate4sd2_1          0.23
nand2b_1               0.13
clkdlybuf4s15_1        0.17
per-layer routing:
metal | part of all wire [%] | wire, um | vias to the layer above
li1 | - | - | 144
met1 | 34 | 355 | 108
met2 | 44 | 458 | 28
met3 | 21 | 219 | 0
met4 | 0 | 0 | 0
met5 | 0 | 0 | -
per-stage QoR:
stage                     std cells  hold slack (ns)  utilization [%]  instance area, um^2
after detailed placement        110             1.30             18.7                  638
final                           110            0.735             15.9                  544
after global placement          110             1.31             18.7                  638
after floorplan                  16            0.421                -                  100
after CTS                       110            0.741             15.9                  544
after global routing            110            0.751             15.9                  544
power groups by stage:
stage	sequential (mW)	combinational [mW]	clock, mW
4_1_cts	0	0.140	0
5_1_grt	0	0.153	0
6_report	0	0.136	0
cell type report:
cell class                 instances  share of cell area (%)
tap                               46                    10.6
multi-input combinational         16                    21.1
timing repair buffer              48                    68.3
repair_timing:
action,4_1_cts,5_1_grt
gates resized,82,0
hold buffers,0,0
endpoints found under the setup margin,16,0
worst max-delay path by stage:
stage            from     end  slack [ns]
finish        i_p1[5]  o_p[5]        0.07
global route  i_p1[5]  o_p[5]        0.04
CTS           i_p1[5]  o_p[5]        0.06
cells by family (layout without fill, tap and decap cells):
| group | after synthesis | after routing | synth area share (%) |
|---|---|---|---|
| buf+inv | 0 | 48 | 0 |
| simple gates | 16 | 16 | 100 |
Power and IR drop assume default switching activity.
